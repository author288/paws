--- design/flow/design.v ---
module LEB128_uint_decode(
            input [35:0] LEB128_in,
            output reg [31:0] uint32_out,
            output reg [2:0] byte_cnt,
            input LEB128_signed_decode
    );
    wire en1, en2, en3, en4;
    wire [6:0] dt [3:0];  
    wire [3:0] dt_4;
    assign dt[0] = LEB128_in [6:0];
    assign dt[1] = LEB128_in [14:8];
    assign dt[2] = LEB128_in [22:16];
    assign dt[3] = LEB128_in [30:24];
    assign dt_4 = LEB128_in [35:32];
    assign en1 = LEB128_in[7];
    assign en2 = LEB128_in[15];
    assign en3 = LEB128_in[23];
    assign en4 = LEB128_in[31];
    always@(*) begin
        if(~LEB128_in[7]) begin
            uint32_out = (LEB128_in[6]&LEB128_signed_decode)? {{25{1'b1}},dt[0]} : {25'b0,dt[0]};
            byte_cnt = 1;
        end else begin
            if(~LEB128_in[15]) begin
                uint32_out = (LEB128_in[14]&LEB128_signed_decode)? {{18{1'b1}}, dt[1], dt[0]} : {18'b0, dt[1], dt[0]};
                byte_cnt = 2;
            end else begin
                if(~LEB128_in[23]) begin
                    uint32_out = (LEB128_in[22]&LEB128_signed_decode)? {{11{1'b1}}, dt[2], dt[1], dt[0]}:{11'b0, dt[2], dt[1], dt[0]};
                    byte_cnt = 3;
                end else begin
                    if(~LEB128_in[31]) begin
                        uint32_out = (LEB128_in[30]&LEB128_signed_decode)?{{4{1'b1}}, dt[3], dt[2], dt[1], dt[0]}:{4'b0, dt[3], dt[2], dt[1], dt[0]};
                        byte_cnt = 4;
                    end else begin
                        uint32_out = {dt_4, dt[3], dt[2], dt[1], dt[0]};
                        byte_cnt = 5;
                    end
                end
            end
        end
    end
endmodule
--- design/flow/run.sh ---
#!/bin/bash
# OpenROAD 26Q1-2900-gdf79404cd8, Yosys 0.63+post, stock flow scripts
make -C /OpenROAD-flow-scripts/flow DESIGN_CONFIG=/design/flow/config.mk WORK_HOME=/design/flow/orfs finish
--- design/flow/config.mk ---
export PLATFORM = sky130hd
export DESIGN_NAME = LEB128_uint_decode
export DESIGN_NICKNAME = LEB128_uint_decode
export VERILOG_FILES = /design/flow/design.v
export SDC_FILE = /design/flow/constraint.sdc
export NUM_CORES = 4
export LEC_CHECK = 1
export CORE_AREA = 10 10 70 70
export DIE_AREA = 0 0 80 80
--- design/flow/constraint.sdc ---
current_design LEB128_uint_decode

set clk_period 3.8
set clk_io_pct 0.2

create_clock -name clk0 -period $clk_period

set non_clock_inputs [all_inputs -no_clocks]
set_input_delay [expr $clk_period * $clk_io_pct] -clock clk0 $non_clock_inputs
set_output_delay [expr $clk_period * $clk_io_pct] -clock clk0 [all_outputs]
==> impl_metrics.csv <==
group,metric,value,unit
final_layout,final_area,978,µm²
floorplan,fp_util,12.1,%
final_layout,seq_cells,0,
pwr,power_density,110,mW/mm²
final_timing,post-route-min-period,3480,ps
critical_path,path_class,"in -> out",
final_timing,relSlewSlack,65.7,%
floorplan,die_w,80,µm
clocking,post_cts_buffers,0,
clocking,ctsHoldBuffers,0,
synthesis,ys_seq_share,0,%
global_route,grt_pass1_vias,627,
critical_path,crit_top_cell,"clkdlybuf4s50_1",
pwr,p_int,0.0778,mW
synthesis,yosysWarnings,1,
clocking,cts.repair.resized,0,
pwr,ir_drop,27.9,µV
pwr,pwr-share-seq,0,%
drt,diodes,0,
critical_path,slowest_delay,500,ps
synthesis,ys_cells,74,
final_timing,rsz0062_at_grt,"no",
final_layout,flop_area,0,µm²
critical_path,cp.arrival,2720,ps
synthesis,synth_cell_types,19,
final_layout,fill_cells,381,
global_route,grt_usage,6.44,%
final_timing,slew_viol_final,0,
floorplan,chipArea,0.00640,mm²
flow_run,warnings,32,
critical_path,critPathSlowestCell,"clkdlybuf4s50_1",
placed_design,dp_hpwl,2010,µm
final_layout,final_common_cell,"clkdlybuf4s50_1",
synthesis,syn_inst,74,
final_layout,clkbuf_count,0,
placed_design,place.gp.congestion,0.737,
pwr,clock_power_share,0,%
floorplan,fp.coreArea,0.00342,mm²
synthesis,synth_area_per_cell,5.60,µm²
pwr,p_switching,0.0296,mW
final_layout,syn_to_final_growth,136,%
min_path,holdPathStages,0,
floorplan,chipHeight,80,µm
pwr,p_leak,0.447,nW
drt,viasPerCell,3.73,
placed_design,placement.cell_area,978,µm²
drt,vias,630,
placed_design,dp_cells,169,
final_layout,final_layout_top_logic_cells,"clkdlybuf4s50_1, nand2_1, a21oi_1, o211ai_1, nand3_1",
final_layout,finish.utilization,28.6,%
critical_path,cp.required,3040,ps
global_route,grt_max_degree,19,
synthesis,syn_area,414,µm²
global_route,antenna_found_initial,0,
final_timing,finalSetupViolations,0,
critical_path,cp-end-kind,"output port",
flow_run,drv_cap,0,
placed_design,place_ws,305,ps
final_timing,period_used_share,91.5,%
pwr,power,0.107,mW
min_path,hold_path_class,"in -> out",
floorplan,placementRows,21,
run_status,status,"finished clean",
critical_path,cp_cell_sequence,"clkdlybuf4s50_1 -> and2_2 -> nand4_1 -> o211ai_1 -> clkdlybuf4s50_1",
final_timing,finalSetupTns,0,ps
critical_path,cp_top_family,"buffers and inverters",
synthesis,yosysChipArea,414,µm²
floorplan,ios,72,
min_path,min_from,"LEB128_in[0]",
critical_path,path_buffers,2,
placed_design,portBuffers,60,
final_timing,fin_ws,323,ps
drt,wirelength,2260,µm
pwr,p_comb_share,100.0,%
final_timing,finalHoldViolations,0,
drt,drtPass1Iterations,4,
final_timing,timing.fmax,288,MHz
critical_path,cp-start-kind,"input pin",
pwr,p_sw_share,27.6,%
final_timing,worst_hold_slack,1520,ps
drt,drt-initial-drc-count,10,
critical_path,cp_max_fo,11,
final_layout,instances_no_fill,169,
final_layout,final_layout_size_suffix_gt1_share,7.32,%
drt,drc_errors,0,
drt,antenna_left,0,
global_route,grt-ovfl-total,0,
min_path,worstHoldEndpoint,"uint32_out[0]",
drt,wire_per_inst,13.3,µm
final_timing,worst_pin_slew,513,ps
global_route,grt_first_pass_wirelength,3420,µm
[power by group through the flow]
stage         Combinational (mW)  Sequential (mW)  Clock, mW
finish                     0.107                0          0
global route               0.118                0          0
CTS                        0.110                0          0
[worst max-delay path by stage]
stage / from / to / slack, ps / cells after the start
CTS: LEB128_in[15] / uint32_out[31] / 300 / 5
global route: LEB128_in[15] / uint32_out[29] / 150 / 5
finish: LEB128_in[15] / uint32_out[31] / 320 / 5
[area by class of cell]
type | instances | area [µm²] | area share [%]
Multi-Input combinational cell | 60 | 305 | 31.2
Timing Repair Buffer | 61 | 608 | 62.1
Inverter | 2 | 7.51 | 0.767
Tap cell | 46 | 57.6 | 5.88
[routing by layer]
layer,GRT usage [%],vias to the layer above,routed length (µm)
li1,-,338,-
met1,7.71,268,890
met2,11.9,24,1210
met3,1.48,0,157
met4,0.176,0,0
met5,0,-,0
[synthesized netlist by cell type (all sizes together)]
library cell   n  area [µm²]
a21boi         1        7.51
a21oi          4        20.0
and2           2        16.3
and3b          1        8.76
buf           12         101
inv            2        7.50
nand2         37         141
nand3          7        50.1
nand3b         1        11.3
nand4          1        6.26
nand4b         1        8.76
o211ai         4        30.0
o21ai          1        5.00
[logic make-up (layout without fill, tap and decap cells)]
family	after synthesis	count (layout)	synth area share [%]
buffers and inverters	14	63	26.3
AND/OR/NAND/NOR	50	50	58.6
AND-OR/OR-AND	10	10	15.1
Power and IR drop assume default switching activity.
